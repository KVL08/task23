$ cat flow/design.v
module CPU (
    input clk,
    input reset,
    input [18:0] instruction, 
    input [15:0] data_in,     
    output reg [15:0] data_out, 
    output reg [15:0] address,  
    output reg mem_read,       
    output reg mem_write       
);
    reg [15:0] registers [0:15]; 
    reg [18:0] IF_ID_instruction;
    reg [15:0] ID_EX_A, ID_EX_B;
    reg [3:0] ID_EX_opcode;
    reg [3:0] EX_MEM_dest;
    reg [15:0] EX_MEM_result;
    reg [15:0] MEM_WB_result;
    reg [3:0] MEM_WB_dest;
    wire [3:0] opcode = instruction[18:15];
    wire [3:0] rs = instruction[14:11];
    wire [3:0] rt = instruction[10:7];
    wire [3:0] rd = instruction[6:3];
    wire [2:0] func = instruction[2:0];
    wire [11:0] addr = instruction[14:3];  
    reg [15:0] ALU_result;
    always @(*) begin
        case (ID_EX_opcode)
            4'b0000: ALU_result = ID_EX_A + ID_EX_B;     
            4'b0001: ALU_result = ID_EX_A - ID_EX_B;     
            4'b0010: ALU_result = ID_EX_A * ID_EX_B;     
            4'b0011: ALU_result = ID_EX_A / ID_EX_B;     
            4'b0100: ALU_result = ID_EX_A + 1;           
            4'b0101: ALU_result = ID_EX_A - 1;           
            4'b0110: ALU_result = ID_EX_A & ID_EX_B;     
            4'b0111: ALU_result = ID_EX_A | ID_EX_B;     
            4'b1000: ALU_result = ID_EX_A ^ ID_EX_B;     
            4'b1001: ALU_result = ~ID_EX_A;              
            default: ALU_result = 16'b0; 
        endcase
    end
    reg [15:0] PC;
    always @(posedge clk or posedge reset) begin
        if (reset) begin
            IF_ID_instruction <= 19'b0;
            ID_EX_A <= 16'b0;
            ID_EX_B <= 16'b0;
            ID_EX_opcode <= 4'b0;
            EX_MEM_dest <= 4'b0;
            EX_MEM_result <= 16'b0;
            MEM_WB_result <= 16'b0;
            MEM_WB_dest <= 4'b0;
            PC <= 16'b0;
        end else begin
            IF_ID_instruction <= instruction;
            ID_EX_A <= registers[rs];
            ID_EX_B <= registers[rt];
            ID_EX_opcode <= opcode;
            EX_MEM_result <= ALU_result;
            EX_MEM_dest <= rd;
            if (opcode == 4'b1010) begin  
                mem_read <= 1;
                address <= ALU_result;
            end else if (opcode == 4'b1011) begin  
                mem_write <= 1;
                address <= ALU_result;
                data_out <= registers[rt];
            end else begin
                mem_read <= 0;
                mem_write <= 0;
            end
            case (opcode)
                4'b1100: PC <= addr;  
                4'b1101: if (registers[rs] == registers[rt]) PC <= addr;  
                4'b1110: if (registers[rs] != registers[rt]) PC <= addr;  
                4'b1111: begin  
                    registers[15] <= PC + 1;  
                    PC <= addr;
                end
                default: PC <= PC + 1;  
            endcase
            if (opcode != 4'b1011) begin  
                registers[MEM_WB_dest] <= MEM_WB_result;
            end
            MEM_WB_result <= EX_MEM_result;
            MEM_WB_dest <= EX_MEM_dest;
        end
    end
endmodule
$ cat flow/run.sh
#!/bin/bash
# OpenROAD 26Q1-2900-gdf79404cd8, Yosys 0.63+post, stock flow scripts
make -C /OpenROAD-flow-scripts/flow DESIGN_CONFIG=/design/flow/config.mk WORK_HOME=/design/flow/orfs finish
$ cat flow/config.mk
export PLATFORM = sky130hd
export DESIGN_NAME = CPU
export DESIGN_NICKNAME = CPU
export VERILOG_FILES = /design/flow/design.v
export SDC_FILE = /design/flow/constraint.sdc
export NUM_CORES = 4
export LEC_CHECK = 1
export CORE_UTILIZATION = 40
$ cat flow/constraint.sdc
current_design CPU

set clk_period 54.5
set clk_io_pct 0.2

create_clock -name clk0 -period $clk_period [get_ports {clk}]

set non_clock_inputs [all_inputs -no_clocks]
set_input_delay [expr $clk_period * $clk_io_pct] -clock clk0 $non_clock_inputs
set_output_delay [expr $clk_period * $clk_io_pct] -clock clk0 [all_outputs]
==> reports/highlights.md <==
Run status
* **result of the run** completed

Timing
* **total setup violations reported at the end of the flow** 0
* **final worst path period need** 31650 ps
* **setup_tns** 0 ps
* **fraction of the cycle the final worst path needs** 0.5807
* **upper clock frequency limit** 0.03160 GHz
* **worst clock skew** 16.19 ps
* **RSZ-0062 raised after global routing** false
* **Slew @ Worst Pin** 1057 ps
* **number of failing hold endpoints at the final stage** 0
* **worst max-slew margin expressed relative to the limit** 0.2929
* **Slew Viols, Final** 0

Setup path
* **startpoint type of the worst setup path** flip-flop
* **Critical Path End Type** flip-flop
* **Crit Path Class** reg -> reg
* **required arrival time at the worst endpoint** 54750 ps
* **most used cell along the critical path** ha_1
* **largest fanout on the critical path** 17
* **capture instance of the worst register-to-register path** address[0]$_DFFE_PP_
* **Worst setup startpoint** ID_EX_B[14]$_DFF_PP0_
* **number of cells on the worst reg-to-reg path** 116
* **data arrival time at the worst-slack endpoint** 31900 ps
* **critical-path cell with the highest stage delay** o32a_1
* **Slowest Stage Delay on Critical Path** 660 ps
* **last element of the critical path** address[0]$_DFFE_PP_
* **Reg2Reg Launch Point** ID_EX_B[14]$_DFF_PP0_
* **R2R Setup Slk** 22850 ps

Die
* **Chip Height** 276.2 microns
* **area of the chip** 76280 sq um
* **number of standard-cell rows in the floorplan** 100
* **# IOs** 71
* **initial core utilization** 0.4039
* **width of the die** 276.2 microns
* **Core Box Area** 74450 sq um

Power and ir drop
* **fraction of power consumed by the clock network** 0.183
* **Flop pwr share** 0.263
* **Leak Pwr** 13.21 nW
* **internal power of the cells** 0.8796 mW
* **part of the total power dissipated in combinational logic** 0.554
* **net switching fraction of the power** 0.4167
* **maximum VDD drop** 0.05757 mV
* **post-route total power** 1.508 mW
* **power per unit of standard cell area** 45.42 nW/um^2
* **net switching component of the power** 0.6285 mW

Clock network
* **Hold Buf Count CTS** 0
* **number of buffers on the longest clock path** 3
* **clock slew at reported path FFs** 60 ps
* **Late-Pin Clk Latency** 540 ps
* **TritonCTS clock tree** built
* **number of post-CTS setup repair buffers** 0
* **CTS H-Tree Depth** 2
* **clk sinks** 382
* **CTS root buffer** clkbuf_16
* **number of buffers inserted during clock tree synthesis** 37
* **post-cts gate resize count** 0

Global routing
* **global-route wire length before repair** 163700 microns
* **number of global-route vias before repair** 25390
* **pin count of the biggest net entering global routing** 61
* **GRT overflow** 0
* **overall global routing resource usage** 0.3034
* **initial antenna violation count** 1

Synthesis
* **Most common reg cell** edfxtp_1
* **synthesized area per cell** 9.722 sq um
* **share of Yosys cell area claimed by the top area cell type** 0.2896
* **Post-synth seq share** 0.3662
* **chip area estimate from yosys synthesis** 30070 sq um
* **post-synthesis cell type count** 98
* **cells after synthesis** 3093
* **Synth warnings** 2
* **Main area contributors** edfxtp_1, ha_1, dfrtp_1, fa_1, nor2_1
* **fraction of registers with async set or reset after synthesis** 0.2408
* **most area-hungry cell type in the Yosys netlist** edfxtp_1
* **cell area after synthesis** 30070 sq um
* **synthesized flop and latch total** 382
* **number of enable-type register cells in the synthesized netlist** 290
* **# Cells Yosys** 3093

Cells and area
* **growth of design area from synthesis to finish** 10.43%
* **most instantiated logic cell after routing** edfxtp_1
* **commonest cells after routing, fill and taps aside** edfxtp_1, nor2_1, nand2_1
* **share of layout cells above drive strength 1** 0.09870

Place
* **detailed placer's ending HPWL** 77540 microns
* **IO Port Bufs** 51
* **global placement routability congestion** 1.042

Hold path
* **hold crit path type** reg -> reg

Job
* **max cap viols** 0
* **OpenROAD warnings** 65

Route
* **count of routing violations after the opening detailed-route iteration** 1986
* **number of antenna cells inserted** 0
* **number of vias in the routed layout** 25420
* **number of detailed-routing iterations run before antenna repair** 7
* **number of DRC violations after detailed routing** 0
* **Detail Route Antenna Nets** 0
* **drt via density** 6.155
* **routed len/inst** 26.56 microns
* **overall routed net length** 109700 microns

-- cell type report --
| class | count | area (sq um) |
|---|---|---|
| timing repair buffer | 160 | 1289 |
| fill | 6992 | 41240 |
| multi-input combinational | 2337 | 17570 |
| tap | 969 | 1212 |
| clock buffer | 50 | 1121 |
| inverter | 214 | 805.8 |
| clock inverter | 18 | 192.7 |
| sequential | 382 | 11010 |
-- Yosys cell counts (15+ instances only) --
cell type / n
a32oi_1: 17
fa_1: 81
xnor2_1: 106
o211ai_1: 37
dfrtp_1: 92
o21ai_0: 154
a21boi_0: 17
a22o_1: 22
nor3_1: 62
a21oi_1: 153
or3_1: 21
a22oi_1: 42
ha_1: 238
buf_2: 36
nor2b_1: 33
o221ai_1: 15
a211oi_1: 21
o21a_1: 35
nand2b_1: 29
mux2i_1: 71
edfxtp_1: 290
mux2_2: 51
o22ai_1: 26
nand3b_1: 16
a221o_1: 15
nand2_1: 251
xor2_1: 41
nand4_1: 19
a221oi_1: 34
a31oi_1: 51
o32ai_1: 15
nor2_1: 273
and2_1: 22
inv_1: 205
clkbuf_1: 97
or2_2: 17
a21o_1: 36
nand3_1: 82
and3_1: 29
-- kinds of logic after synthesis --
group                    count (synthesis)  share of synthesized area
AND/OR/NAND/NOR                        913                     0.1461
multiplexers                           131                    0.04872
flip-flops                             382                     0.3662
buffers and inverters                  374                    0.05205
AND-OR/OR-AND                          827                     0.1912
adder cells (fa/ha/maj)                319                     0.1530
XOR/XNOR                               147                    0.04282
-- critical path: cells and delay by family, from the launching register on --
kind | cells | cell delay, ps
AND-OR/OR-AND | 63 | 17030
adder cells (fa/ha/maj) | 15 | 4940
buffers and inverters | 6 | 1050
flip-flops | 1 | 360
multiplexers | 3 | 1190
AND/OR/NAND/NOR | 29 | 6770
-- sequential cells by signal, summed over array words and instances, names as in the netlist, 4 cells and up --
| name | flops |
|---|---|
| registers | 256 |
| EX_MEM_result | 16 |
| ID_EX_A | 16 |
| ID_EX_B | 16 |
| MEM_WB_result | 16 |
| PC | 16 |
| address | 16 |
| data_out | 16 |
| EX_MEM_dest | 4 |
| ID_EX_opcode | 4 |
| MEM_WB_dest | 4 |
-- layer usage --
metal / part of all wire / routed length (microns) / vias to the layer above / track usage
met5: 0.00022 / 24 / - / 0
met4: 0.067 / 7319 / 4 / 0.1560
met3: 0.12 / 13080 / 412 / 0.1376
met2: 0.45 / 49590 / 1361 / 0.4575
met1: 0.36 / 39680 / 12100 / 0.3732
li1: - / - / 11540 / -
-- metrics by stage --
stage / setup WS (ps) / util / area [sq um] / hold slack, ps / cells
floorplan: 27620 / - / 30070 / 331.2 / 3093
global placement: 23270 / 0.4284 / 31890 / 332.7 / 4062
detailed placement: 23200 / 0.4284 / 31890 / 334.7 / 4062
CTS: 23110 / 0.4460 / 33210 / 348.4 / 4130
global route: 20510 / 0.4460 / 33210 / 354.2 / 4130
finish: 22850 / 0.4460 / 33210 / 347.7 / 4130
-- worst min path at each step --
stage                     startpoint                         end  slack [ps]  depth (start not counted)
4_1_cts   EX_MEM_result[3]$_DFF_PP0_  MEM_WB_result[3]$_DFF_PP0_         350                          0
5_1_grt     EX_MEM_dest[0]$_DFF_PP0_    MEM_WB_dest[0]$_DFF_PP0_         350                          0
6_report  EX_MEM_result[4]$_DFF_PP0_  MEM_WB_result[4]$_DFF_PP0_         350                          0
-- power by group through the flow --
stage	clock network, mW	registers, mW	logic, mW
4_1_cts	0.279	0.395	0.833
5_1_grt	0.289	0.400	0.941
6_report	0.276	0.396	0.836
Power figures rest on the tool's default switching activity, not on a simulated workload.
